## flow/config.mk

```make
export PLATFORM = sky130hd
export DESIGN_NAME = ball_absolute_sdl_top
export DESIGN_NICKNAME = ball_absolute_sdl_top
export VERILOG_FILES = /design/flow/design.v
export SDC_FILE = /design/flow/constraint.sdc
export NUM_CORES = 4
export LEC_CHECK = 1
export CORE_UTILIZATION = 50
```

## flow/run.sh

```bash
#!/bin/bash
# OpenROAD 26Q1-2900-gdf79404cd8, Yosys 0.63+post, stock flow scripts
make -C /OpenROAD-flow-scripts/flow DESIGN_CONFIG=/design/flow/config.mk WORK_HOME=/design/flow/orfs finish
```

## flow/design.v

```verilog
module ball_absolute(
  input wire          clk,
  input wire          reset,
  input wire          vsync,
  input wire          display_on,
  input wire [9:0]    hpos,
  input wire [9:0]    vpos,
  output wire [2:0]   rgb
);
  reg [9:0] ball_hpos;	 
  reg [9:0] ball_vpos;	 
  reg [9:0] ball_horiz_move;  
  reg [9:0] ball_vert_move;  
  localparam ball_horiz_initial = 640/2;	 
  localparam ball_vert_initial = 480/2;	 
  localparam BALL_SIZE = 8;		 
  reg r_vsync;
  reg r_ball_vert_collide;
  reg r_ball_horiz_collide;
  reg posedge_vsync;
  reg posedge_ball_vert_collide;
  reg posedge_ball_horiz_collide;
  always @(posedge clk) begin
    r_vsync <= vsync;
    r_ball_vert_collide <= ball_vert_collide;
    r_ball_horiz_collide <= ball_horiz_collide;
    posedge_vsync <= r_vsync == 1'b0 && vsync == 1'b1;
    posedge_ball_vert_collide <= r_ball_vert_collide == 1'b0 && ball_vert_collide == 1'b1;
    posedge_ball_horiz_collide <= r_ball_horiz_collide == 1'b0 && ball_horiz_collide == 1'b1;
  end
  always @(posedge clk)
  begin
    if (reset) begin
      ball_hpos <= ball_horiz_initial;
      ball_vpos <= ball_vert_initial;
    end else if (posedge_vsync) begin
      ball_hpos <= ball_hpos + ball_horiz_move;
      ball_vpos <= ball_vpos + ball_vert_move;
    end
  end
  always @(posedge clk)
  begin
    if (reset) begin
      ball_vert_move <= 2;
    end else if (posedge_ball_vert_collide) begin 
      ball_vert_move <= -ball_vert_move;
    end
  end
  always @(posedge clk)
  begin
    if (reset) begin
      ball_horiz_move <= -2;
    end else if (posedge_ball_horiz_collide) begin 
      ball_horiz_move <= -ball_horiz_move;
    end
  end
  wire [9:0] ball_hdiff = hpos - ball_hpos;
  wire [9:0] ball_vdiff = vpos - ball_vpos;
  wire ball_hgfx = ball_hdiff < BALL_SIZE;
  wire ball_vgfx = ball_vdiff < BALL_SIZE;
  wire ball_gfx = ball_hgfx && ball_vgfx;
  wire ball_vert_collide = ball_vpos >= 480 - BALL_SIZE;
  wire ball_horiz_collide = ball_hpos >= 640 - BALL_SIZE;
  wire grid_gfx = (((hpos&7)==0) && ((vpos&7)==0));
  wire r = display_on && (ball_hgfx | ball_gfx);
  wire g = display_on && (grid_gfx | ball_gfx);
  wire b = display_on && (ball_vgfx | ball_gfx);
  assign rgb = {b,g,r};
endmodule
`default_nettype none
module ball_absolute_sdl_top (
  input wire          i_clk,
  output wire [9:0]   o_sdl_hpos,
  output wire [9:0]   o_sdl_vpos,
  output wire         o_sdl_visible,
  output wire [7:0]   o_sdl_r,
  output wire [7:0]   o_sdl_g,
  output wire [7:0]   o_sdl_b
);
  wire w_reset;
  reset_generator reset_gen (
    .i_clk(i_clk),
    .o_rst(w_reset)
  );
  wire w_vsync;
  video_sync_generator sync_gen (
    .i_clk(i_clk),
    .o_hsync(),
    .o_hblank(),
    .o_vsync(w_vsync),
    .o_vblank(),
    .o_hpos(o_sdl_hpos),
    .o_vpos(o_sdl_vpos),
    .o_visible(o_sdl_visible)
  );
  wire [2:0] w_rgb;
  ball_absolute ball_absolute (
    .clk(i_clk),
    .reset(w_reset),
    .vsync(w_vsync),
    .display_on(o_sdl_visible),
    .hpos(o_sdl_hpos),
    .vpos(o_sdl_vpos),
    .rgb(w_rgb)
  );
  assign o_sdl_r = w_rgb[0]? 8'hff : 8'h00;
  assign o_sdl_g = w_rgb[1]? 8'hff : 8'h00;
  assign o_sdl_b = w_rgb[2]? 8'hff : 8'h00;
endmodule
`default_nettype none
module reset_generator #(
  parameter COUNT_WIDTH = 2
) (
  input wire    i_clk,
  output wire   o_rst
);
  reg [COUNT_WIDTH:0]   rst_count = 0;
  assign o_rst = !rst_count[COUNT_WIDTH];
  always @(posedge i_clk) begin
    if (o_rst == 1) begin
      rst_count <= rst_count + 1;
    end
  end
endmodule
`default_nettype none
module video_sync_generator #(
  parameter H_VISIBLE       = 640,
  parameter H_RIGHT_BORDER  = 8,
  parameter H_FRONT_PORCH   = 8,
  parameter H_SYNC_TIME     = 96,
  parameter H_BACK_PORCH    = 40,
  parameter H_LEFT_BORDER   = 8,
  parameter V_VISIBLE       = 480,
  parameter V_BOTTOM_BORDER = 8,
  parameter V_FRONT_PORCH   = 2,
  parameter V_SYNC_TIME     = 2,
  parameter V_BACK_PORCH    = 25,
  parameter V_TOP_BORDER    = 8
) (
  input wire        i_clk,
  output wire       o_hsync,
  output wire       o_hblank,
  output wire       o_vsync,
  output wire       o_vblank,
  output wire       o_visible,
  output wire [9:0] o_hpos,
  output wire [9:0] o_vpos
);
  localparam H_BLANK_START = H_VISIBLE + H_RIGHT_BORDER;
  localparam H_SYNC_START = H_BLANK_START + H_FRONT_PORCH;
  localparam H_SYNC_END = H_SYNC_START + H_SYNC_TIME;
  localparam H_TOTAL = H_SYNC_END + H_BACK_PORCH +  H_LEFT_BORDER;
  localparam V_BLANK_START = V_VISIBLE + V_BOTTOM_BORDER;
  localparam V_SYNC_START = V_BLANK_START + V_FRONT_PORCH;
  localparam V_SYNC_END = V_SYNC_START + V_SYNC_TIME;
  localparam V_TOTAL = V_SYNC_END + V_BACK_PORCH + V_TOP_BORDER;
  reg       r_hsync;
  reg       r_vsync;
  reg [9:0] r_hpos = 0;
  reg [9:0] r_vpos = 0;
  wire w_end_of_line = r_hpos == H_TOTAL-1;
  always @(posedge i_clk) begin
    r_hsync <= ((r_hpos >= H_SYNC_START-1) && (r_hpos < H_SYNC_END-1));
    if (r_hpos < H_TOTAL-1) begin
      r_hpos <= r_hpos + 1;
    end else begin
      r_hpos <= 0;
    end
  end
  always @(posedge i_clk) begin
    if (w_end_of_line) begin
      r_vsync = ((r_vpos >= V_SYNC_START-1) && (r_vpos < V_SYNC_END-1));
      if (r_vpos < V_TOTAL-1) begin
        r_vpos <= r_vpos + 1;
      end else begin
        r_vpos <= 0;
      end
    end
  end
  wire w_h_visible = r_hpos < H_VISIBLE;
  assign o_hsync = r_hsync;
  assign o_hblank = ~w_h_visible;
  assign o_hpos = r_hpos;
  wire w_v_visible = r_vpos < V_VISIBLE;
  assign o_vsync = r_vsync;
  assign o_vblank = ~w_v_visible;
  assign o_vpos = r_vpos;
  assign o_visible = (w_h_visible & w_v_visible);
endmodule
```

## flow/constraint.sdc

```tcl
current_design ball_absolute_sdl_top

set clk_period 4.7
set clk_io_pct 0.2

create_clock -name clk0 -period $clk_period [get_ports {i_clk}]

set non_clock_inputs [all_inputs -no_clocks]
set_input_delay [expr $clk_period * $clk_io_pct] -clock clk0 $non_clock_inputs
set_output_delay [expr $clk_period * $clk_io_pct] -clock clk0 [all_outputs]
```

==> notes.md <==
yosys + openroad results -> status=complete, no violations, Critical Path End Type=output pin, layout cells sized above 1=0.0601, min-delay src=sync_gen.r_vsync, Slew headroom=0.503, clock sink total=64, worst slew pin tran=744 ps, TritonCTS buffer count=9, Dominant comb cell=simple AND/OR/NAND/NOR gates, YS chip area=3940 um2, crit-path max FO=8, max_cap viols=0, IO Pins=46, Hold-fix buffers, CTS=0, GR Util met2=0.318, Synth area leader=dfxtp_1, ao+oa area frac=0.131, hold path cells=0, met1 Resource Use GR=0.291, Adder Area Share=0.128, Max Fclk=235 MHz, Post-synth ARST share=0, post-layout min period=4260 ps, dpl ws=825 ps, CTS Root Cell=clkbuf_8, DR vias=2,886, Final Hold Fails=0, Post-Syn Area=3940 um2, Die Y=90.8 um, Setup TNS=0 ps, WS Path Type=reg2out, WP data arrival=3320 ps, core box area=7690 um2, Synthesis Warnings=3, fin. max-slew vios=0, Setup Skew=9.45 ps, met3 Usage GRT=0.0428, Top cells by area=dfxtp_1, ha_1, edfxtp_1, vias in the first global route=2,812, all-layer global routing usage=0.197, Setup-failing EPs final=0, first-pass GRT wire length=12,800 um, final worst path period share=0.907, ys flops=64, mux share=0.0232, clk slew on worst S/H paths=80 ps, First-pass DRT Iterations=4, Post-CTS Setup Inserts=0, area growth from synthesis to layout=13.8%, Pleak=1.72 nW, Clock Path Buffers=2, Synth Flop Type=dfxtp_1, floorplan utilization=0.513, row cnt=32, Area leader share=0.259, XOR/XNOR Area Share=0.111, cell mode on critical path=o21ai_1, Synth Instances=437, WP buf/inv=1, r2r setup slk=2530 ps, First DRT Iteration DRCs=90, PortBufs=45, sequential area share after synthesis=0.358, Slowest cell on crit path=clkdlybuf4s50_1, largest net degree at the start of global routing=30, TritonCTS clock tree=yes, routed vias/inst=5.08, Post-synth EDFFs=13, Clk Latency, worst-skew pair=340 ps, Routed WL=7390 um, routed wire length per instance=13.0 um, Inserted Diodes=0, simple share=0.162, RSZ-0062 raised after global routing=false, CP startpoint kind=flip-flop, # Cells Yosys=437, crit path DRT=3760 ps, Reg2Reg Depth=8, Tightest Hold Check Type=reg2reg, reg2reg start=ball_absolute.ball_horiz_move[2], FF-to-FF End=ball_absolute.ball_hpos[8], Syn Area/Cell=9.02 um2, CP delay by family, top=AND-OR/OR-AND gates, Log Warnings=29, Chip Area=8240 um2, Cell Type Count=50, total gr overflow=0, Hold Path End=ball_absolute.r_vsync, max incr delay on CP=560 ps, top-count cell post-synth=dfxtp_1, power per cell area=216 nW/um2, Max VDD drop=0.196 mV, crit path cell chain=ha_1 -> and2_1 -> a221o_1 -> o21a_1 -> o21ai_1 -> nand4_1 -> o21ai_1 -> clkdlybuf4s50_1, HPWL after DPL=5410 um, Post-CTS Resized=0, Final Wtd Congestion=0.859, drt drc=0, H-tree depth=3, antenna violations before repair=0, antenna-violating nets left=0, Die W=90.8 um, busiest grt layer=met2, post-route setup slack=439 ps, top cells by count, synth=dfxtp_1, nor2_1, xnor2_1
==> sequential cells by signal (all words and copies together) (netlist names) <==
signal                                    flops
sync_gen.r_hpos                              10
sync_gen.r_vpos                              10
ball_absolute.ball_hpos                       9
ball_absolute.ball_vpos                       9
ball_absolute.ball_horiz_move                 8
ball_absolute.ball_vert_move                  8
reset_gen.rst_count                           3
ball_absolute.posedge_ball_horiz_collide      1
ball_absolute.posedge_ball_vert_collide       1
ball_absolute.posedge_vsync                   1
ball_absolute.r_ball_horiz_collide            1
ball_absolute.r_ball_vert_collide             1
ball_absolute.r_vsync                         1
sync_gen.r_vsync                              1
==> routing by layer <==
metal	share of wire	wire length (um)	vias to the layer above
met3	0.035	257	9
met4	0.014	102	0
met2	0.46	3370	41
met5	0	0	-
li1	-	-	1534
met1	0.50	3660	1302
==> cell families (layout without fill, tap and decap cells) <==
group | Yosys count | count (layout)
and+or+nand+nor | 134 | 134
AOI/OAI and AO/OA | 74 | 74
buffers and inverters | 67 | 96
DFF | 64 | 64
xor gates and xnor gates | 50 | 50
adders and majority gates | 39 | 39
muxes | 9 | 9
==> stage by stage <==
step           utilization  total power [mW]  instance area, um2  hold slack [ps]  instances
6_report             0.584             0.971                4490              368        568
2_1_floorplan            -             0.570                3940              340        437
3_5_place_dp         0.561             0.570                4320              353        552
3_3_place_gp         0.561             0.570                4320              354        552
4_1_cts              0.584             0.988                4490              371        568
5_1_grt              0.584              1.01                4490              382        568
==> how the worst max path moves through the flow <==
stage,depth (start not counted),slack [ps],to,from
4_1_cts,8,430,o_sdl_g[6],sync_gen.r_vpos[8]
5_1_grt,9,190,o_sdl_g[2],sync_gen.r_vpos[1]
6_report,8,440,o_sdl_g[3],sync_gen.r_vpos[8]
==> final cells by class <==
| class | instances | area (um2) |
|---|---|---|
| Clock buffer | 9 | 124 |
| Clock inverter | 7 | 47.5 |
| Fill cell | 690 | 3200 |
| Inverter | 33 | 124 |
| Multi-Input combinational cell | 306 | 2190 |
| Sequential cell | 64 | 1410 |
| Tap cell | 102 | 128 |
| Timing Repair Buffer | 47 | 465 |
==> placed cells by master (no fill, tap or decap), types with 8 or more instances in the layout <==
| cell type | instances |
|---|---|
| a21o_1 | 8 |
| xor2_1 | 12 |
| edfxtp_1 | 13 |
| nand2_1 | 28 |
| ha_1 | 37 |
| dfxtp_1 | 51 |
| nor3_1 | 9 |
| a31oi_1 | 8 |
| clkdlybuf4s50_1 | 45 |
| clkbuf_8 | 9 |
| mux2i_1 | 8 |
| nor2_1 | 50 |
| nand3_1 | 9 |
| a21oi_1 | 12 |
| xnor2_1 | 38 |
| nor2b_1 | 10 |
| inv_1 | 33 |
==> report_power, final <==
part | total (mW) | internal, mW | switching, mW
registers | 0.557 | 0.557 | 0
clock network | 0.414 | 0.191 | 0.223
logic | 0.00000107 | 0 | 0
No activity file was given, so power comes from the tool's default toggle rates.
